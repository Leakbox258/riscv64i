==> design.v <==
package pipeline_pkg;
  parameter DATA_WIDTH = 64;
  parameter INST_WIDTH = 32;
  parameter RF_SIZE = 5;
  parameter RAM_SIZE = 16;
  parameter IDX_RS1 = 0;
  parameter IDX_RS2 = 1;
  parameter IDX_RD = 2;
  parameter IDX_MREAD = 3;
  parameter IDX_MWRITE = 4;
  parameter NO_FWD = 0;
  parameter MEM1_TO_ALU = 1;
  parameter MEM2_TO_ALU = 2;   
  parameter MEM3_TO_ALU = 3;
  parameter WB_TO_ALU = 4;
  parameter MEM3_TO_MEM1 = 5;
  parameter MEM2_TO_MEM1 = 6;
  parameter WB_TO_MEM1 = 7;
  typedef struct packed {
    logic [DATA_WIDTH-1:0] PC;
    logic [INST_WIDTH-1:0] Inst;
    logic enable;
  } IFID_Pipe_t   ;
  typedef struct packed {
    logic [DATA_WIDTH-1:0]      PC;
    logic [DATA_WIDTH-1:0]      Imm;
    logic [2:0][RF_SIZE-1:0]    RegIdx;
    logic [1:0][DATA_WIDTH-1:0] RegData;    
    logic [4:0]                 Enable;
    logic [4:0]                 ALUOp;
    logic [2:0]                 SpecInst;
    logic [2:0]                 Detail;
    logic                       enable;
  } IDEX_Pipe_t   ;
  typedef struct packed {
    logic [DATA_WIDTH-1:0]   PC;
    logic [DATA_WIDTH-1:0]   PC_Next;
    logic [DATA_WIDTH-1:0]   ALU_Result;
    logic [DATA_WIDTH-1:0]   Store_Data;
    logic [2:0][RF_SIZE-1:0] RegIdx;
    logic                    Reg_WEn;
    logic                    Mem_REn;
    logic                    Mem_WEn;
    logic [2:0]              Detail;
    logic                    enable;
  } EXMEM_Pipe_t   ;
  typedef struct packed {
    logic [DATA_WIDTH-1:0] PC;
    logic [DATA_WIDTH-1:0] PC_Next;
    logic [RF_SIZE-1:0] RD_Addr;
    logic [RF_SIZE-1:0] RS2_Addr;   
    logic [DATA_WIDTH-1:0] Mem_Addr;
    logic [DATA_WIDTH-1:0] ALU_Result;
    logic Reg_WEn;
    logic Mem_REn;
    logic [2:0] wid;
    logic enable;
  } MEM1MEM2_Pipe_t   ;
  typedef struct packed {
    logic [DATA_WIDTH-1:0] PC;
    logic [DATA_WIDTH-1:0] PC_Next;
    logic [RF_SIZE-1:0] RD_Addr;
    logic [DATA_WIDTH-1:0] ALU_Result;
    logic Reg_WEn;
    logic Mem_REn;
    logic enable;
    logic [DATA_WIDTH-1:0] MemRead;
  } MEM2MEM3_Pipe_t   ;
  typedef struct packed {
    logic [DATA_WIDTH-1:0] PC;
    logic [DATA_WIDTH-1:0] PC_Next;
    logic [DATA_WIDTH-1:0] WB_Data;
    logic [RF_SIZE-1:0]    RD_Addr;
    logic Reg_WEn;
    logic enable;
  } MEMWB_Pipe_t   ;
endpackage
module IDU #(
    INST_WIDTH = 32,
    RF_SIZE = 5
) (
    input [INST_WIDTH-1:0] rinst,
    output reg [4:0] enables,
    output reg [4:0] aluop,
    output reg [2:0] specinst,
    output [2:0][RF_SIZE-1:0] registers,
    output [2:0] details,
    output reg decode_error,
    output reg [1:0] env_exception   
);
  parameter 	Rty = 7'h33, 
				Ity = 7'h13, 
				Load = 7'h03,
				Store = 7'h23, 
				Branch = 7'h63, 
				Jalr = 7'h67, 
				Jal = 7'h6f, 
				Auipc = 7'h17, 
				Lui = 7'h37, 
				Env = 7'h73,
  R64ty = 7'h3b, I64ty = 7'h1b;
  parameter 	
  			ALU_ADD = 0, ALU_SUB = 1,
            ALU_OR = 2, ALU_AND = 3, ALU_XOR = 4, 
			ALU_SLL = 5, ALU_SRL = 6, ALU_SRA = 7,
			ALU_EQ = 8, ALU_SLT = 9, ALU_SLTU = 10,
            ALU_COPY_B = 11,
			ALU_ADDW = 12, ALU_SUBW = 13,
			ALU_SLLW = 14, ALU_SRLW = 15, ALU_SRAW = 16;
  parameter RS1 = 0, RS2 = 1, RD = 2, MREAD = 3, MWRITE = 4;
  parameter S_BR = 0, S_JAL = 1, S_JALR = 2, S_AUIPC = 3, S_LUI = 4, S_STORE = 5, S_LOAD = 6, NO_SPEC = 7;
  parameter B_EQ = 3'b000, B_NE = 3'b001, B_LT = 3'b100, B_GE = 3'b101, B_LTU = 3'b110, B_GEU = 3'b111;
  wire [ 6:0] opcode;
  wire [ 2:0] funct3;
  wire [ 5:0] funct6;
  wire [ 6:0] funct7;
  wire [11:0] funct12;
  reg  [ 2:0] decodeError;
  assign opcode = rinst[6:0];
  assign funct3 = rinst[14:12];
  assign funct6 = rinst[31:26];
  assign funct7 = rinst[31:25];
  assign funct12 = rinst[31:20];
  assign registers[RD] = rinst[11:7];
  assign registers[RS1] = rinst[19:15];
  assign registers[RS2] = rinst[24:20];
  assign details = funct3;
  assign decode_error = |decodeError;
  always_comb begin
    enables = 5'b0;
    specinst = NO_SPEC;
    decodeError[1:0] = 2'b0;
    env_exception = 2'b00;
    case (opcode)
      Rty: begin
        enables[RD]  = 1;
        enables[RS1] = 1;
        enables[RS2] = 1;
      end
      Ity: begin
        enables[RD]  = 1;
        enables[RS1] = 1;
      end
      R64ty: begin
        enables[RD]  = 1;
        enables[RS1] = 1;
        enables[RS2] = 1;
      end
      I64ty: begin
        enables[RD]  = 1;
        enables[RS1] = 1;
      end
      Load: begin
        enables[RD] = 1;
        enables[RS1] = 1;
        enables[MREAD] = 1;
        if (funct3 == 3'b111) decodeError[1] = 1;
        specinst = S_LOAD;
      end
      Store: begin
        enables[RS1] = 1;
        enables[RS2] = 1;
        enables[MWRITE] = 1;
        if (funct3 == 3'b111) decodeError[1] = 1;
        specinst = S_STORE;
      end
      Branch: begin
        enables[RS1] = 1;
        enables[RS2] = 1;
        specinst = S_BR;
      end
      Jal: begin
        enables[RD] = 1;
        specinst = S_JAL;
      end
      Jalr: begin
        enables[RD] = 1;
        enables[RS1] = 1;
        specinst = S_JALR;
      end
      Auipc: begin
        enables[RD] = 1;
        specinst = S_AUIPC;
      end
      Lui: begin
        enables[RD] = 1;
        specinst = S_LUI;
      end
      Env: begin
        env_exception[0] = funct12 == 12'b0;
        env_exception[1] = funct12 == 12'b1;
      end
      default: decodeError[0] = 1;
    endcase
  end
  always_comb begin
    decodeError[2] = 0;
    aluop = ALU_ADD;
    case (opcode)
      Rty: begin   
        case (funct3)
          3'b000: aluop = (funct7 == 7'b0100000) ? ALU_SUB : ALU_ADD;
          3'b111: aluop = ALU_AND;
          3'b110: aluop = ALU_OR;
          3'b100: aluop = ALU_XOR;
          3'b010: aluop = ALU_SLT;
          3'b011: aluop = ALU_SLTU;
          3'b001: aluop = ALU_SLL;
          3'b101: aluop = (funct7 == 7'b0100000) ? ALU_SRA : ALU_SRL;
        endcase
      end
      Ity: begin   
        case (funct3)
          3'b000: aluop = ALU_ADD;   
          3'b111: aluop = ALU_AND;
          3'b110: aluop = ALU_OR;
          3'b100: aluop = ALU_XOR;
          3'b010: aluop = ALU_SLT;
          3'b011: aluop = ALU_SLTU;
          3'b001: aluop = ALU_SLL;   
          3'b101: aluop = (funct6 == 6'b010000) ? ALU_SRA : ALU_SRL;   
        endcase
      end
      R64ty: begin
        case (funct3)
          3'b000:  aluop = (funct7 == 7'b0) ? ALU_ADDW : ALU_SUBW;
          3'b001:  aluop = ALU_SLLW;
          3'b101:  aluop = (funct7 == 7'b0) ? ALU_SRLW : ALU_SRAW;
          default: aluop = ALU_ADD;
        endcase
      end
      I64ty: begin
        case (funct3)
          3'b000:  aluop = ALU_ADDW;
          3'b001:  aluop = ALU_SLLW;
          3'b101:  aluop = (funct7 == 7'b0) ? ALU_SRLW : ALU_SRAW;
          default: aluop = ALU_ADD;
        endcase
      end
      Lui: aluop = ALU_COPY_B;   
      Auipc: aluop = ALU_ADD;   
      Jal: aluop = ALU_ADD;   
      Jalr: aluop = ALU_ADD;   
      Load: aluop = ALU_ADD;   
      Store: aluop = ALU_ADD;   
      Branch: begin   
        case (funct3)
          B_EQ: aluop = ALU_EQ;
          B_NE: aluop = ALU_EQ;
          B_LT: aluop = ALU_SLT;
          B_GE: aluop = ALU_SLT;
          B_LTU: aluop = ALU_SLTU;
          B_GEU: aluop = ALU_SLTU;
          default: decodeError[2] = 1;
        endcase
      end
      default: ;
    endcase
  end
endmodule
==> run.sh <==
#!/bin/bash
# OpenROAD 26Q1-2900-gdf79404cd8, Yosys 0.63+post, stock flow scripts
make -C /OpenROAD-flow-scripts/flow DESIGN_CONFIG=/design/flow/config.mk WORK_HOME=/design/flow/orfs finish
==> config.mk <==
export PLATFORM = sky130hd
export DESIGN_NAME = IDU
export DESIGN_NICKNAME = IDU
export VERILOG_FILES = /design/flow/design.v
export SDC_FILE = /design/flow/constraint.sdc
export NUM_CORES = 4
export LEC_CHECK = 1
export CORE_AREA = 10 10 78 78
export DIE_AREA = 0 0 88 88
==> constraint.sdc <==
current_design IDU

set clk_period 4.5
set clk_io_pct 0.2

create_clock -name clk0 -period $clk_period

set non_clock_inputs [all_inputs -no_clocks]
set_input_delay [expr $clk_period * $clk_io_pct] -clock clk0 $non_clock_inputs
set_output_delay [expr $clk_period * $clk_io_pct] -clock clk0 [all_outputs]
==> metrics.yaml <==
run_status:
  status: "complete, no violations"
global_routing:
  grt_max_degree: 13
  gr-total-overflow: 0
  grt_util_all_layers_pct: 7.18
  antenna_found_initial: 0
  first_global_vias: 936
  grt_pass1_wl_um: 4710
final_layout:
  seq_cells: 0
  num-fill-cells: 469
  ff_latch_area_um2: 0
  drive_gt1_share_pct: 11.1
  area_growth_pct: 49.3
  comb_area_um2: 597
  clock_buffers: 0
  post-route-util_pct: 26.9
  design_area_mm2: 0.00119
yosys:
  yosys_area_um2: 795
  ys_sh_simple_pct: 38.0
  top_area_cell: "buf_4"
  yosys.stat.seqShare_pct: 0
  compound_area_share_pct: 27.1
  most_common_cell: "buf_4"
  mux_share_pct: 5.35
  synth.distinct_cells: 47
  synth_area_um2: 795
  topCellsByArea: "buf_4, nand2_1, o211ai_1"
  common_cells: "buf_4, nand2_1, o21ai_0, nor2_1, nor3_1"
  top_area_share_pct: 17.0
  synth_cells: 119
  ys_top_logic_family: "simple AND/OR/NAND/NOR gates"
  synthAdderAreaFrac_pct: 2.52
  ys_warn_count: 2
  synth-xor-area-share_pct: 2.20
  ys_cells: 119
  avgSynthCellArea_um2: 6.68
worst_hold_path:
  min_from: "rinst[15]"
  min_path_cells: 0
  holdPathEnd: "registers[0]"
  min_path_type: "in2out"
place:
  post_dp_cell_area_mm2: 0.00119
  dpl.hpwl_um: 2380
  post-place-ws_ps: 453
  portBuffers: 46
  gp_congestion: 0.895
cts:
  cts-resized-gates: 0
  ctsHoldBuffers: 0
  post-cts-setup-buffers: 0
timing:
  drv_slew: 0
  tightest_slew_ps: 433
  finalSetupViolCount: 0
  finalCriticalPeriod_ps: 4030
  hold_viol_final: 0
  setup_tns_ps: 0
  rsz0062_at_grt: "false"
  finalWorstSetupSlack_ps: 468
  fin_hold_ws_ps: 1800
  clock.fmax_mhz: 248
  finalClockPeriodUsage_pct: 89.6
  maxSlewHeadroom_pct: 70.9
die:
  die_area_mm2: 0.00774
  rows: 24
  fp.dieW_um: 88
  die_h_um: 88
  fp_util_pct: 18.0
  core_area_mm2: 0.00441
  pin_count: 66
route:
  num_vias: 933
  drt-initial-drc-count: 95
  drt_wl_total_um: 2860
  antenna-diode-count: 0
  drt-wirelength-per-cell_um: 14.6
  drc_errors: 0
  drt-pass1-iter-count: 4
  via_per_inst: 4.76
  drtAntennaViolNets: 0
run:
  cap_violations: 0
  warnings: 32
critical_path:
  critical_path_class: "in2out"
  required_ps: 3600
  end_kind: "primary output"
  crit_path_max_fanout: 10
  cp-start-kind: "input port"
  crit_arrival_ps: 3130
power:
  power_density_mw_per_mm2: 66.4
  vdd_drop_max_mv: 0.0235
  leakagePower_nw: 0.431
==> cell families (layout without fill, tap and decap cells) <==
kind of cell               after synthesis  count (layout)
and+or+nand+nor                         48              48
buffers and inverters                   32              57
AOI/OAI and AO/OA                       31              31
muxes                                    4               4
adders and majority gates                2               2
xor gates and xnor gates                 2               2
==> layout by cell type (no fill, tap or decap), drive strengths merged, types with 4 or more instances in the layout <==
cell | synthesis | layout
a31oi | 4 | 4
and3b | 4 | 4
buf | 22 | 6
clkdlybuf4s50 | 0 | 46
inv | 5 | 5
nand2 | 14 | 14
nor2 | 6 | 6
nor3 | 6 | 6
o211ai | 5 | 5
o21ai | 7 | 7
==> critical path: stages <==
cell and delay [ps]:
clkdlybuf4s50_1 660, nand2b_1 180, a2111o_1 440, o32a_1 350, o211ai_1 100, clkdlybuf4s50_1 510
==> layer usage <==
layer  vias up  routed length (um)  GRT usage (%)
met2        45                1170           10.1
li1        473                   -              -
met1       413                1310           10.5
met5         -                   0              0
met3         2                 380           2.81
met4         0                   5          0.435
==> cell type report <==
type | instances | area share, %
inverter | 5 | 1.58
tap | 52 | 5.49
timing repair buffer | 52 | 42.6
multi-input combinational | 87 | 50.3
==> stage by stage <==
stage,total power (W),std cells
final,0.0000787,196
after floorplan,0.0000450,119
after global routing,0.0000870,196
after detailed placement,0.0000789,196
after global placement,0.0000792,196
after CTS,0.0000790,196
==> power breakdown <==
part / switching (W) / total, W / internal (W)
combinational: 0.0000347 / 0.0000787 / 0.0000441
sequential: 0 / 0 / 0
clock: 0 / 0 / 0
==> worst max path at each step <==
| stage | startpoint | to | slack, ps | cells after the start |
|---|---|---|---|---|
| 4_1_cts | rinst[13] | aluop[0] | 440 | 6 |
| 5_1_grt | rinst[26] | aluop[1] | 210 | 6 |
| 6_report | rinst[13] | aluop[0] | 470 | 6 |
Power figures rest on the tool's default switching activity, not on a simulated workload.
