$ cat config.mk
export PLATFORM = sky130hd
export DESIGN_NAME = PCN
export DESIGN_NICKNAME = PCN
export VERILOG_FILES = /design/flow/design.v
export SDC_FILE = /design/flow/constraint.sdc
export NUM_CORES = 4
export LEC_CHECK = 1
export CORE_AREA = 10 10 85 85
export DIE_AREA = 0 0 95 95
$ cat constraint.sdc
current_design PCN

set clk_period 13.9
set clk_io_pct 0.2

create_clock -name clk0 -period $clk_period

set non_clock_inputs [all_inputs -no_clocks]
set_input_delay [expr $clk_period * $clk_io_pct] -clock clk0 $non_clock_inputs
set_output_delay [expr $clk_period * $clk_io_pct] -clock clk0 [all_outputs]
$ cat design.v
package pipeline_pkg;
  parameter DATA_WIDTH = 64;
  parameter INST_WIDTH = 32;
  parameter RF_SIZE = 5;
  parameter RAM_SIZE = 16;
  parameter IDX_RS1 = 0;
  parameter IDX_RS2 = 1;
  parameter IDX_RD = 2;
  parameter IDX_MREAD = 3;
  parameter IDX_MWRITE = 4;
  parameter NO_FWD = 0;
  parameter MEM1_TO_ALU = 1;
  parameter MEM2_TO_ALU = 2;   
  parameter MEM3_TO_ALU = 3;
  parameter WB_TO_ALU = 4;
  parameter MEM3_TO_MEM1 = 5;
  parameter MEM2_TO_MEM1 = 6;
  parameter WB_TO_MEM1 = 7;
  typedef struct packed {
    logic [DATA_WIDTH-1:0] PC;
    logic [INST_WIDTH-1:0] Inst;
    logic enable;
  } IFID_Pipe_t   ;
  typedef struct packed {
    logic [DATA_WIDTH-1:0]      PC;
    logic [DATA_WIDTH-1:0]      Imm;
    logic [2:0][RF_SIZE-1:0]    RegIdx;
    logic [1:0][DATA_WIDTH-1:0] RegData;    
    logic [4:0]                 Enable;
    logic [4:0]                 ALUOp;
    logic [2:0]                 SpecInst;
    logic [2:0]                 Detail;
    logic                       enable;
  } IDEX_Pipe_t   ;
  typedef struct packed {
    logic [DATA_WIDTH-1:0]   PC;
    logic [DATA_WIDTH-1:0]   PC_Next;
    logic [DATA_WIDTH-1:0]   ALU_Result;
    logic [DATA_WIDTH-1:0]   Store_Data;
    logic [2:0][RF_SIZE-1:0] RegIdx;
    logic                    Reg_WEn;
    logic                    Mem_REn;
    logic                    Mem_WEn;
    logic [2:0]              Detail;
    logic                    enable;
  } EXMEM_Pipe_t   ;
  typedef struct packed {
    logic [DATA_WIDTH-1:0] PC;
    logic [DATA_WIDTH-1:0] PC_Next;
    logic [RF_SIZE-1:0] RD_Addr;
    logic [RF_SIZE-1:0] RS2_Addr;   
    logic [DATA_WIDTH-1:0] Mem_Addr;
    logic [DATA_WIDTH-1:0] ALU_Result;
    logic Reg_WEn;
    logic Mem_REn;
    logic [2:0] wid;
    logic enable;
  } MEM1MEM2_Pipe_t   ;
  typedef struct packed {
    logic [DATA_WIDTH-1:0] PC;
    logic [DATA_WIDTH-1:0] PC_Next;
    logic [RF_SIZE-1:0] RD_Addr;
    logic [DATA_WIDTH-1:0] ALU_Result;
    logic Reg_WEn;
    logic Mem_REn;
    logic enable;
    logic [DATA_WIDTH-1:0] MemRead;
  } MEM2MEM3_Pipe_t   ;
  typedef struct packed {
    logic [DATA_WIDTH-1:0] PC;
    logic [DATA_WIDTH-1:0] PC_Next;
    logic [DATA_WIDTH-1:0] WB_Data;
    logic [RF_SIZE-1:0]    RD_Addr;
    logic Reg_WEn;
    logic enable;
  } MEMWB_Pipe_t   ;
endpackage
module PCN #(
    DATA_WIDTH = 64
) (
    input [2:0] specinst,
    input [2:0] detail,
    input [DATA_WIDTH-1:0] take_target,
    input [DATA_WIDTH-1:0] nonetake_target,
    input cmp,
    output reg [DATA_WIDTH-1:0] pcn
);
  parameter S_BR = 0, S_JAL = 1, S_JALR = 2;
  parameter B_EQ = 3'b000, B_NE = 3'b001, B_LT = 3'b100, B_GE = 3'b101, B_LTU = 3'b110, B_GEU = 3'b111;
  logic take_branch;
  always_comb begin
    take_branch = 1'b0;
    case (detail)
      B_EQ: take_branch = (cmp == 1);   
      B_NE: take_branch = (cmp == 0);
      B_LT: take_branch = (cmp == 1);   
      B_GE: take_branch = (cmp == 0);
      B_LTU: take_branch = (cmp == 1);   
      B_GEU: take_branch = (cmp == 0);
      default: take_branch = 1'b0;
    endcase
  end
  always_comb begin
    case (specinst)
      S_BR: pcn = take_branch ? take_target : nonetake_target;
      S_JAL: pcn = take_target;
      S_JALR: pcn = take_target;
      default: pcn = nonetake_target;
    endcase
  end
endmodule
$ cat run.sh
#!/bin/bash
# OpenROAD 26Q1-2900-gdf79404cd8, Yosys 0.63+post, stock flow scripts
make -C /OpenROAD-flow-scripts/flow DESIGN_CONFIG=/design/flow/config.mk WORK_HOME=/design/flow/orfs finish
==> flow_summary.ini <==
; yosys + openroad results
[place]
portBuffers = 199
dp.cells = 340
place_area_mm2 = 0.00308
dp_hpwl_um = 6140
gp_congestion = 0.841

[status]
outcome = completed

[die]
boundaryPins = 199
fp.coreArea_mm2 = 0.00547
fp.dieW_um = 95
fp-utilization_pct = 20.5
die_height_um = 95
dieArea_mm2 = 0.00903
num_rows = 27

[yosys]
synth_cell_type_count = 7
netlist_area_mm2 = 0.00112
synth_area_per_cell_um2 = 14.9
ys_seq_share_pct = 0
yosysWarningCount = 1
simple_gate_share_pct = 0.893
xor_share_pct = 0.781
yosys_area_mm2 = 0.00112
fa_ha_area_share_pct = 0
top_logic_kind = multiplexers
synthAoiAreaFrac_pct = 1.45
ys_cells = 75
synth.area.mux_share_pct = 84.4
syn_inst = 75

[clocking]
ctsHoldBuffers = 0
post_cts_buffers = 0
cts.repair.resized = 0

[job]
cap_violations = 0
tool_warnings = 32

[power_and_ir_drop]
leakagePower_nw = 1.27
ir_drop_mv = 0.0233
power.density_mw_per_mm2 = 35.2
power.total_mw = 0.109

[global_route]
grt_pass1_wl_um = 9070
grt_usage_pct = 13.2
grt_pass1_vias = 1512
overflow = 0
grt_start_max_net_pins = 40
antenna_found_initial = 0

[sta]
rsz0062_at_grt = false
min_period_over_period_pct = 59.2
hold_violations = 0
finalSetupViolCount = 0
worstMarginPinSlew_ns = 0.679
maxSlewHeadroom_pct = 54.7
fin_tns_setup_ns = 0
timing.fmax_ghz = 0.122
drv_slew = 0
fin_crit_ns = 8.22

[routing]
firstDrtPassIters = 3
antenna_left = 0
drtIter0Drc = 28
wl_per_cell_um = 19.5
num_antenna_cells = 0
detail_route.vias_per_cell = 4.04
totalWireLength_um = 6620
drc = 0
vias = 1374

[critical_path]
critPathCaptureType = output pin
cp_data_required_time_ns = 11.12
crit_type = input port to output pin
cp_max_fo = 39
worstPathArrival_ns = 5.44
startpoint_type = input port

[worst_hold_path]
whs_path_depth = 3
hold_class = input port to output pin
min_from = nonetake_target[28]
worstHoldEndpoint = pcn[28]

[finish]
seq_area_um2 = 0
fin_area_mm2 = 0.00308
clock_buffers = 0
drive_above_1_share_pct = 24.6
fin_cells = 340
ff_count = 0
synthToLayoutAreaGrowth_pct = 175
==> critical path: stages <==
cell and delay (ns):
clkdlybuf4s50_1 0.51, or4b_1 0.14, o311a_4 0.51, buf_4 0.66
mux2_2 0.40, clkdlybuf4s50_1 0.42
==> worst max-delay path by stage <==
stage,from,end,cells past startpoint
CTS,cmp,pcn[55],6
global route,specinst[1],pcn[55],6
finish,specinst[0],pcn[55],6
==> metal layers <==
layer / vias up / global-route usage [%] / wire, µm
met3: 2 / 7.29 / 1040
li1: 674 / - / -
met1: 587 / 12.0 / 2090
met5: - / 0 / 0
met4: 0 / 0.748 / 40
met2: 111 / 26.0 / 3450
==> cells in the mapped netlist <==
library cell,number,area [µm²]
mux2_4,60,901
o311a_2,1,11.3
xor2_1,1,8.76
mux2_2,4,45.0
or4b_1,1,10.0
a21oi_1,1,5.00
buf_12,7,140
==> per-stage QoR <==
stage                     setup slack (ns)  hold WS, ns  util (%)
after floorplan                       7.10         5.66         -
after global placement                5.62         6.60      56.3
after detailed placement              5.64         6.59      56.3
after CTS                             5.63         6.59      56.3
after global routing                  5.52         6.61      56.3
final                                 5.68         6.59      56.3
==> power by group <==
group	switching [mW]	internal, mW
combinational	0.0216	0.0870
clock	0	0
sequential	0	0
==> cell type report <==
type / count / area, µm²
fillers: 481 / 2390
repair buffers: 200 / 2000
multi-input cells: 68 / 991
well taps: 72 / 90.1
==> placed cells by master (no fill, tap or decap) <==
cell type,synthesis,routed
xor2_1,1,1
clkdlybuf4s50_1,0,199
or4b_1,1,1
a21oi_1,1,1
buf_4,0,1
mux2_2,4,4
mux2_4,60,60
o311a_4,0,1
==> cells by family (layout without fill, tap and decap cells) <==
group,after synthesis,after routing
buffers and inverters,7,200
AND/OR/NAND/NOR,1,1
multiplexers,64,64
AND-OR/OR-AND,2,2
XOR/XNOR,1,1
No activity file was given, so power comes from the tool's default toggle rates.
