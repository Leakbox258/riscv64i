==> flow/design.v <==
package pipeline_pkg;
  parameter DATA_WIDTH = 64;
  parameter INST_WIDTH = 32;
  parameter RF_SIZE = 5;
  parameter RAM_SIZE = 16;
  parameter IDX_RS1 = 0;
  parameter IDX_RS2 = 1;
  parameter IDX_RD = 2;
  parameter IDX_MREAD = 3;
  parameter IDX_MWRITE = 4;
  parameter NO_FWD = 0;
  parameter MEM1_TO_ALU = 1;
  parameter MEM2_TO_ALU = 2;   
  parameter MEM3_TO_ALU = 3;
  parameter WB_TO_ALU = 4;
  parameter MEM3_TO_MEM1 = 5;
  parameter MEM2_TO_MEM1 = 6;
  parameter WB_TO_MEM1 = 7;
  typedef struct packed {
    logic [DATA_WIDTH-1:0] PC;
    logic [INST_WIDTH-1:0] Inst;
    logic enable;
  } IFID_Pipe_t   ;
  typedef struct packed {
    logic [DATA_WIDTH-1:0]      PC;
    logic [DATA_WIDTH-1:0]      Imm;
    logic [2:0][RF_SIZE-1:0]    RegIdx;
    logic [1:0][DATA_WIDTH-1:0] RegData;    
    logic [4:0]                 Enable;
    logic [4:0]                 ALUOp;
    logic [2:0]                 SpecInst;
    logic [2:0]                 Detail;
    logic                       enable;
  } IDEX_Pipe_t   ;
  typedef struct packed {
    logic [DATA_WIDTH-1:0]   PC;
    logic [DATA_WIDTH-1:0]   PC_Next;
    logic [DATA_WIDTH-1:0]   ALU_Result;
    logic [DATA_WIDTH-1:0]   Store_Data;
    logic [2:0][RF_SIZE-1:0] RegIdx;
    logic                    Reg_WEn;
    logic                    Mem_REn;
    logic                    Mem_WEn;
    logic [2:0]              Detail;
    logic                    enable;
  } EXMEM_Pipe_t   ;
  typedef struct packed {
    logic [DATA_WIDTH-1:0] PC;
    logic [DATA_WIDTH-1:0] PC_Next;
    logic [RF_SIZE-1:0] RD_Addr;
    logic [RF_SIZE-1:0] RS2_Addr;   
    logic [DATA_WIDTH-1:0] Mem_Addr;
    logic [DATA_WIDTH-1:0] ALU_Result;
    logic Reg_WEn;
    logic Mem_REn;
    logic [2:0] wid;
    logic enable;
  } MEM1MEM2_Pipe_t   ;
  typedef struct packed {
    logic [DATA_WIDTH-1:0] PC;
    logic [DATA_WIDTH-1:0] PC_Next;
    logic [RF_SIZE-1:0] RD_Addr;
    logic [DATA_WIDTH-1:0] ALU_Result;
    logic Reg_WEn;
    logic Mem_REn;
    logic enable;
    logic [DATA_WIDTH-1:0] MemRead;
  } MEM2MEM3_Pipe_t   ;
  typedef struct packed {
    logic [DATA_WIDTH-1:0] PC;
    logic [DATA_WIDTH-1:0] PC_Next;
    logic [DATA_WIDTH-1:0] WB_Data;
    logic [RF_SIZE-1:0]    RD_Addr;
    logic Reg_WEn;
    logic enable;
  } MEMWB_Pipe_t   ;
endpackage
module GPR #(
    DATA_WIDTH = 64,
    RF_SIZE = 5
) (
    input clk,
    input [RF_SIZE-1:0] rs1,   
    input [RF_SIZE-1:0] rs2,   
    input [RF_SIZE-1:0] rd,   
    input write_enable,
    input [DATA_WIDTH-1:0] wdata,
    output [DATA_WIDTH-1:0] rs1_rdata,
    output [DATA_WIDTH-1:0] rs2_rdata
);
  reg [DATA_WIDTH-1:0] gprs[2**RF_SIZE-1:0];
  always_ff @(posedge clk) begin
    if (write_enable && rd != 0) gprs[rd] <= wdata;
  end
  assign rs1_rdata = (rd == rs1 && write_enable && rd != 0) ? wdata : gprs[rs1];
  assign rs2_rdata = (rd == rs2 && write_enable && rd != 0) ? wdata : gprs[rs2];
endmodule
==> flow/run.sh <==
#!/bin/bash
# OpenROAD 26Q1-2900-gdf79404cd8, Yosys 0.63+post, stock flow scripts
make -C /OpenROAD-flow-scripts/flow DESIGN_CONFIG=/design/flow/config.mk WORK_HOME=/design/flow/orfs finish
==> flow/config.mk <==
export PLATFORM = sky130hd
export DESIGN_NAME = GPR
export DESIGN_NICKNAME = GPR
export VERILOG_FILES = /design/flow/design.v
export SDC_FILE = /design/flow/constraint.sdc
export NUM_CORES = 4
export LEC_CHECK = 1
export CORE_UTILIZATION = 40
==> flow/constraint.sdc <==
current_design GPR

set clk_period 17.5
set clk_io_pct 0.2

create_clock -name clk0 -period $clk_period [get_ports {clk}]

set non_clock_inputs [all_inputs -no_clocks]
set_input_delay [expr $clk_period * $clk_io_pct] -clock clk0 $non_clock_inputs
set_output_delay [expr $clk_period * $clk_io_pct] -clock clk0 [all_outputs]
==> impl_metrics.json <==
{
  "vdd_drop_max_v": 0.0001127,
  "required_ns": 14.00,
  "cellPowerDensity_mw_per_mm2": 101.8,
  "yosys-stat-area_mm2": 0.09520,
  "postCtsResizedCells": 0,
  "final.period_utilization_pct": 70.94,
  "yosys_cells": 4926,
  "dr_total_vias": 55920,
  "fp-utilization_pct": 40.37,
  "clk_pin_slew_worst_paths_ns": 0.07,
  "ff_type": "edfxtp_1",
  "mux_area_share_pct": 25.04,
  "core-area_mm2": 0.2359,
  "grt_pass1_wl_um": 464300,
  "ys_sh_adder_pct": 0,
  "drt_iter0_markers": 3940,
  "placed_area_mm2": 0.1020,
  "yosys_warnings": 1,
  "regMostFlops": "gprs",
  "first_pass_iters": 7,
  "synthArstFlopShare_pct": 0,
  "dieWidth_um": 489.9,
  "slew_viol_final": 0,
  "drt-total-wl_um": 331800,
  "ant_nets": 0,
  "crit_arrival_ns": 8.91,
  "syn2layout_area_growth_pct": 14.26,
  "gp_congestion": 0.9187,
  "dp_hpwl_um": 194500,
  "ctsLongestPathBuffers": 3,
  "vias_per_cell": 6.488,
  "top_regs": "gprs (2048)",
  "tool_warnings": 26,
  "xor_area_share_pct": 0.09200,
  "worst_pin_slew_ns": 1.236,
  "setup_viol": 0,
  "die_area_mm2": 0.2400,
  "cts.sinks": 2048,
  "cts_buffers": 204,
  "cts_tree": "built",
  "wl_per_cell_um": 38.49,
  "dp_cells": 8225,
  "largest_register_ffs": 2048,
  "hold_violations": 0,
  "yosysTopAreaCell": "edfxtp_1",
  "die_h_um": 489.9,
  "netlist.area_leader.share_pct": 64.60,
  "hp-start": "wdata[46]",
  "yosys.area_share.simple_pct": 1.831,
  "io_pins": 209,
  "layout_top_cells": "edfxtp_1, mux4_2, mux2i_1",
  "drive_gt1_share_pct": 29.20,
  "fmax_mhz": 80.55,
  "rows": 178,
  "holdWs_ns": 3.474,
  "grt_usage_pct": 30.82,
  "outcome": "completed",
  "p_leak_nw": 34.61,
  "crit_path_start_kind": "primary input",
  "design_area_mm2": 0.1088,
  "crit_path_max_fanout": 56,
  "post_cts_buffers": 0,
  "top_cells_by_area": "edfxtp_1, mux4_2, mux2i_1",
  "whs_endpoint": "gprs[0][46]$_DFFE_PP_",
  "ys_sh_aoi_pct": 6.134,
  "grt_remaining_overflow": 0,
  "hold_buffers": 0,
  "edf_count": 2048,
  "synth.avg_cell_area_um2": 19.33,
  "rsz0062_at_grt": "false",
  "tns_ns": 0,
  "drc": 0,
  "stdcell_count": 8620,
  "maxCapViolations": 0,
  "grt_max_degree": 66,
  "top_logic_kind": "multiplexers",
  "crit_type": "primary input to output port",
  "ys_types": 58,
  "max_slew_margin_pct": 16.74,
  "hold_class": "primary input to flop",
  "ys_seq_share_pct": 64.60,
  "period_needed_ns": 12.41,
  "synth_flops": 2048,
  "syn-instance-count": 4926,
  "cts_root_buf": "clkbuf_16",
  "lay_top_count": "edfxtp_1",
  "antenna_found_initial": 17,
  "synth_area_mm2": 0.09520,
  "place.port_buffers": 208,
  "crit_path_end_kind": "output port",
  "htreeDepth": 4,
  "holdPathStages": 2,
  "grt_pass1_vias": 61690
}
synth_stat cells, types with 28 or more instances:
master and n:
mux4_2 916, buf_1 31, buf_4 80, clkbuf_1 166, nand3_1 39, nor2_1 97, nor2b_1 28, a21oi_1 138
o21ai_0 58, mux2i_1 306, a21o_1 39, edfxtp_1 2048, a22oi_1 292, o22ai_1 63, nand2_1 168, o221ai_1 109
buf_2 113
report_power, final:
part,switching (mW),total (mW),internal (mW)
combinational,0.663,1.11,0.450
clock,1.92,4.46,2.54
sequential,0.0285,5.50,5.47
total,2.61,11.1,8.46
critical path: stages:
cell and delay (ns):
buf_8 0.43, buf_4 0.58, buf_4 0.57, buf_4 0.58, buf_4 0.71, mux2i_1 0.17
o221ai_1 0.29, a21o_1 0.17, o221ai_1 0.09, o21ai_0 0.96, clkdlybuf4s50_1 0.66
area by class of cell:
| cell class | instances | area (µm²) |
|---|---|---|
| clock buffer | 237 | 5335 |
| clock inverter | 146 | 1419 |
| timing repair buffer | 502 | 4422 |
| fill | 19220 | 127100 |
| antenna | 12 | 30.03 |
| sequential | 2048 | 61500 |
| tap | 3150 | 3941 |
| multi-input combinational | 2523 | 32130 |
| inverter | 2 | 11.26 |
kinds of logic after synthesis:
group                     Yosys count
AOI/OAI and AO/OA                 824
xor gates and xnor gates           10
buffers and inverters             418
DFF                              2048
muxes                            1235
other                               1
and+or+nand+nor                   390
metal layers:
| layer | track usage, % | vias to the layer above | share of wire [%] |
|---|---|---|---|
| met5 | 3.462 | - | 0.28 |
| met4 | 13.33 | 45 | 5.7 |
| met3 | 25.63 | 914 | 19 |
| met2 | 43.66 | 4663 | 46 |
| met1 | 32.97 | 28200 | 29 |
| li1 | - | 22100 | - |
through the flow:
| step | power, mW | util, % | setup slack (ns) |
|---|---|---|---|
| 6_report | 11.07 | 46.12 | 5.085 |
| 5_1_grt | 11.35 | 46.11 | 4.675 |
| 4_1_cts | 11.11 | 46.11 | 5.108 |
| 3_5_place_dp | 6.699 | 43.25 | 5.106 |
| 3_3_place_gp | 6.696 | 43.24 | 5.013 |
| 2_1_floorplan | 6.173 | - | 8.857 |
worst max-delay path by stage:
stage / start / to / slack (ns)
6_report: rs2[0] / rs2_rdata[43] / 5.09
5_1_grt: rs2[0] / rs2_rdata[43] / 4.67
4_1_cts: rs2[0] / rs2_rdata[43] / 5.11
Power figures rest on the tool's default switching activity, not on a simulated workload.
