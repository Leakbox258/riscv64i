File: ./design.v
package pipeline_pkg;
  parameter DATA_WIDTH = 64;
  parameter INST_WIDTH = 32;
  parameter RF_SIZE = 5;
  parameter RAM_SIZE = 16;
  parameter IDX_RS1 = 0;
  parameter IDX_RS2 = 1;
  parameter IDX_RD = 2;
  parameter IDX_MREAD = 3;
  parameter IDX_MWRITE = 4;
  parameter NO_FWD = 0;
  parameter MEM1_TO_ALU = 1;
  parameter MEM2_TO_ALU = 2;   
  parameter MEM3_TO_ALU = 3;
  parameter WB_TO_ALU = 4;
  parameter MEM3_TO_MEM1 = 5;
  parameter MEM2_TO_MEM1 = 6;
  parameter WB_TO_MEM1 = 7;
  typedef struct packed {
    logic [DATA_WIDTH-1:0] PC;
    logic [INST_WIDTH-1:0] Inst;
    logic enable;
  } IFID_Pipe_t   ;
  typedef struct packed {
    logic [DATA_WIDTH-1:0]      PC;
    logic [DATA_WIDTH-1:0]      Imm;
    logic [2:0][RF_SIZE-1:0]    RegIdx;
    logic [1:0][DATA_WIDTH-1:0] RegData;    
    logic [4:0]                 Enable;
    logic [4:0]                 ALUOp;
    logic [2:0]                 SpecInst;
    logic [2:0]                 Detail;
    logic                       enable;
  } IDEX_Pipe_t   ;
  typedef struct packed {
    logic [DATA_WIDTH-1:0]   PC;
    logic [DATA_WIDTH-1:0]   PC_Next;
    logic [DATA_WIDTH-1:0]   ALU_Result;
    logic [DATA_WIDTH-1:0]   Store_Data;
    logic [2:0][RF_SIZE-1:0] RegIdx;
    logic                    Reg_WEn;
    logic                    Mem_REn;
    logic                    Mem_WEn;
    logic [2:0]              Detail;
    logic                    enable;
  } EXMEM_Pipe_t   ;
  typedef struct packed {
    logic [DATA_WIDTH-1:0] PC;
    logic [DATA_WIDTH-1:0] PC_Next;
    logic [RF_SIZE-1:0] RD_Addr;
    logic [RF_SIZE-1:0] RS2_Addr;   
    logic [DATA_WIDTH-1:0] Mem_Addr;
    logic [DATA_WIDTH-1:0] ALU_Result;
    logic Reg_WEn;
    logic Mem_REn;
    logic [2:0] wid;
    logic enable;
  } MEM1MEM2_Pipe_t   ;
  typedef struct packed {
    logic [DATA_WIDTH-1:0] PC;
    logic [DATA_WIDTH-1:0] PC_Next;
    logic [RF_SIZE-1:0] RD_Addr;
    logic [DATA_WIDTH-1:0] ALU_Result;
    logic Reg_WEn;
    logic Mem_REn;
    logic enable;
    logic [DATA_WIDTH-1:0] MemRead;
  } MEM2MEM3_Pipe_t   ;
  typedef struct packed {
    logic [DATA_WIDTH-1:0] PC;
    logic [DATA_WIDTH-1:0] PC_Next;
    logic [DATA_WIDTH-1:0] WB_Data;
    logic [RF_SIZE-1:0]    RD_Addr;
    logic Reg_WEn;
    logic enable;
  } MEMWB_Pipe_t   ;
endpackage
module EXU #(
    DATA_WIDTH = 64
) (
    input ers1,
    input ers2,
    input [2:0] specinst,
    input [DATA_WIDTH-1:0] rs1,
    input [DATA_WIDTH-1:0] rs2,
    input [DATA_WIDTH-1:0] pc,
    input [DATA_WIDTH-1:0] imme,
    output reg [DATA_WIDTH-1:0] alu_A,
    output reg [DATA_WIDTH-1:0] alu_B
);
  parameter JAL = 1, JALR = 2, AUIPC = 3, LUI = 4, STORE = 5;
  always_comb begin
    if (ers1) alu_A = rs1;
    else if (specinst == AUIPC) alu_A = pc;   
    else if (specinst == JAL) alu_A = pc;
    else if (specinst == JALR) alu_A = pc;
    else alu_A = 0;
    if (ers2) begin
      if (specinst == STORE) alu_B = imme;   
      else alu_B = rs2;
    end else if (specinst == LUI) alu_B = imme;
    else if (specinst == JAL) alu_B = 4;   
    else if (specinst == JALR) alu_B = 4;   
    else alu_B = imme;
  end
endmodule
File: ./run.sh
#!/bin/bash
# OpenROAD 26Q1-2900-gdf79404cd8, Yosys 0.63+post, stock flow scripts
make -C /OpenROAD-flow-scripts/flow DESIGN_CONFIG=/design/flow/config.mk WORK_HOME=/design/flow/orfs finish
File: ./config.mk
export PLATFORM = sky130hd
export DESIGN_NAME = EXU
export DESIGN_NICKNAME = EXU
export VERILOG_FILES = /design/flow/design.v
export SDC_FILE = /design/flow/constraint.sdc
export NUM_CORES = 4
export LEC_CHECK = 1
export CORE_AREA = 10 10 156 156
export DIE_AREA = 0 0 166 166
File: ./constraint.sdc
current_design EXU

set clk_period 12.1
set clk_io_pct 0.2

create_clock -name clk0 -period $clk_period

set non_clock_inputs [all_inputs -no_clocks]
set_input_delay [expr $clk_period * $clk_io_pct] -clock clk0 $non_clock_inputs
set_output_delay [expr $clk_period * $clk_io_pct] -clock clk0 [all_outputs]
==> notes.md <==
Quick summary of the implementation run below.

The run finished with clean final reports. The final critical-path required period is 7.71 ns. The critical path's slowest stage uses the library cell sky130_fd_sc_hd__clkdlybuf4s50_1.

The max-cap check violation count is 0. The headroom to the max-slew limit came out at 0.498. The number of remaining DRC errors came out at 0.

Across all stage logs, warnings added up to 32. The number of sequential cells in the layout came out at 0. In this run the most critical hold path is launched from ers1. The critical path starts at specinst[0].

The final setup violation count is 0. The floorplan utilization came out at 0.198. The cell seen most often among critical-path stages is sky130_fd_sc_hd__clkdlybuf4s50_1. The tightest hold path in the finished design has a slack of 5.61 ns. The post-CTS setup buffer count is 0.

The cell-internal power is 0.195 mW. The setup total negative slack came out at 0 ns. The number of port buffers came out at 389.

The mapped netlist covers 4160 um2. Per the Yosys statistics, synthesis produced 664 cells. The final cell utilization of the core is 0.380.

The placeable core area came out at 21,000 um2. After floorplanning, the die was sized to cover 27,600 um2. The setup path with the least slack is of type primary input to output port. Per STA, the highest per-stage delay on the worst path measures 0.73 ns. Checking hold timing, the worst path is listed with class primary input to output port.

The net switching power figure came out at 0.113 mW. The design draws 0.308 mW. The growth of design area from synthesis to finish is 92.0%. The number of distinct standard cells referenced by the synthesized netlist came out at 26. In this run the worst path has a maximum fanout of 32.

The half-perimeter wire length after placement is 19.2 mm. The number of global-route vias before repair is 5,721. In the final layout, the clock buffer count is 0. Per the gpl log, the routability congestion estimate is 0.879. The sequential cell area came out at 0 um2. Switching power as a fraction of the total was reported as 0.368. The first routing iteration left 356 violations. The post-detailed-routing wire length came out at 23.9 mm. The cell count after synthesis is 664. The number of top-level pins is 389. The category of cells accounting for the largest share of critical-path delay is buffers and inverters. The initial antenna violation count was 4. Per STA, the worst path is made up of clkdlybuf4s50_1, a21bo_4, buf_4, o221ai_1, a221o_1, clkdlybuf4s50_1. The leakage power total came out at 3.01 nW.

The chip height came out at 166 um. The maximum operating frequency is 0.130 GHz. Gates resized during post-CTS repair numbered 0. The clock share of power came out at 0.

The detail-routed via count per cell is 4.67. The layout cell share with drive strength beyond 1 came out at 0.0783. The count of final max-slew check failures came out at 0.

The number of warning messages in the yosys log came out at 1. The via count is 5,902. The global-route wire length before repair is 35.8 mm. Per the final timing report, the hold violations number 0. The maximum vdd drop is 32.1 uV.

The maximum number of pins on one net before global-route repair came out at 91. The actual slew at the worst max-slew pin came out at 0.753 ns. The floorplan has 53 rows.

Data on the critical path is required at its endpoint by 9.68 ns. The portion of total power attributed to sequential cells is 0. The yosys-reported design area after synthesis came out at 4160 um2. The share of total power dissipated in combinational logic is 1.000.

The final period utilization came out at 0.637. Setup repair after global routing left no endpoint under its margin. The endpoint type of the worst setup path is an output port. The critical path buffer and inverter count came out at 3.

The report puts the hold buffer count at CTS at 0. The overflow left after global routing came out at 0. The routed wire length per instance is 18.9 um.

The first TritonRoute pass finished after 4 iterations. Per the post-route antenna check, the number of violating nets is 0. From left edge to right edge, the die measures 166 um.

For this run, the register share of the synthesized area comes to 0. The average instance in the mapped netlist occupies 6.26 um2. The overall global routing resource usage is 0.161.

STA classifies the critical path startpoint as a primary input. The worst path arrival time is 5.29 ns. Per the summary, power density relative to cell area is 38.6 nW/um2.
==> cell usage after synthesis, types with 2 or more instances <==
cell type | number | area, um2
sky130_fd_sc_hd__nand2_1 | 193 | 724
sky130_fd_sc_hd__o21ai_0 | 65 | 325
sky130_fd_sc_hd__nor2b_1 | 64 | 400
sky130_fd_sc_hd__inv_1 | 63 | 236
sky130_fd_sc_hd__a221o_1 | 62 | 621
sky130_fd_sc_hd__nand3_1 | 62 | 310
sky130_fd_sc_hd__o221ai_2 | 60 | 901
sky130_fd_sc_hd__clkbuf_1 | 32 | 120
sky130_fd_sc_hd__buf_2 | 26 | 130
sky130_fd_sc_hd__buf_12 | 7 | 140
sky130_fd_sc_hd__buf_4 | 6 | 45.0
sky130_fd_sc_hd__buf_6 | 6 | 67.6
sky130_fd_sc_hd__nand2b_1 | 3 | 18.8
sky130_fd_sc_hd__a211oi_1 | 2 | 15.0
sky130_fd_sc_hd__o221ai_1 | 2 | 17.5
==> cells by family after synthesis <==
kind of cell | Yosys count | synth area share
and+or+nand+nor | 326 | 0.356
AOI/OAI and AO/OA | 197 | 0.465
buffers and inverters | 141 | 0.179
==> metrics by stage <==
stage / cells / setup slack [ns] / cell area, um2
floorplan: 664 / 6.36 / 4160
global placement: 1259 / 4.37 / 7970
detailed placement: 1259 / 4.35 / 7970
CTS: 1259 / 4.34 / 7970
global route: 1263 / 4.24 / 7980
finish: 1263 / 4.39 / 7980
==> path summary, 6_finish.rpt <==
kind / endpoint / slack (ns) / cells past startpoint
max: alu_B[0] / 4.39 / 6
min: alu_A[62] / 5.61 / 4
==> cells in the final DEF, fill, tap and decap left out, drive strengths merged <==
master         netlist  routed
a211oi               2       2
o22ai                1       1
o21ai               66      66
nor3b                1       1
a221o               62      62
nor3                 1       1
inv                 63      63
o221ai              62      62
or3                  1       1
and3b                1       1
o2bb2ai              1       1
buf                 46      12
diode                0       4
nor2b               64      64
nand2              193     193
nand3               62      62
a211o                1       1
clkdlybuf4s50        0     386
a21bo                1       1
o21ba                1       1
nand2b               3       3
==> layout make-up <==
class | count | area [um2]
inverters | 63 | 236
fillers | 2194 | 13000
diodes | 4 | 10.0
well taps | 275 | 344
repair buffers | 398 | 3950
multi-input cells | 523 | 3440
==> layer usage <==
| metal | global-route usage | vias up | share of wire |
|---|---|---|---|
| li1 | - | 3032 | - |
| met1 | 0.188 | 2638 | 0.40 |
| met2 | 0.287 | 228 | 0.51 |
| met3 | 0.0485 | 4 | 0.086 |
| met4 | 0.0243 | 0 | 0.0080 |
| met5 | 0 | - | 0 |
==> power groups by stage <==
stage,Clock [mW],Combinational (mW),Sequential [mW]
4_1_cts,0,0.314,0
5_1_grt,0.0000000445,0.337,0
6_report,0.0000000445,0.308,0
Power and IR drop assume default switching activity.
