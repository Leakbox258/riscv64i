==> flow/design.v <==
package pipeline_pkg;
  parameter DATA_WIDTH = 64;
  parameter INST_WIDTH = 32;
  parameter RF_SIZE = 5;
  parameter RAM_SIZE = 16;
  parameter IDX_RS1 = 0;
  parameter IDX_RS2 = 1;
  parameter IDX_RD = 2;
  parameter IDX_MREAD = 3;
  parameter IDX_MWRITE = 4;
  parameter NO_FWD = 0;
  parameter MEM1_TO_ALU = 1;
  parameter MEM2_TO_ALU = 2;   
  parameter MEM3_TO_ALU = 3;
  parameter WB_TO_ALU = 4;
  parameter MEM3_TO_MEM1 = 5;
  parameter MEM2_TO_MEM1 = 6;
  parameter WB_TO_MEM1 = 7;
  typedef struct packed {
    logic [DATA_WIDTH-1:0] PC;
    logic [INST_WIDTH-1:0] Inst;
    logic enable;
  } IFID_Pipe_t   ;
  typedef struct packed {
    logic [DATA_WIDTH-1:0]      PC;
    logic [DATA_WIDTH-1:0]      Imm;
    logic [2:0][RF_SIZE-1:0]    RegIdx;
    logic [1:0][DATA_WIDTH-1:0] RegData;    
    logic [4:0]                 Enable;
    logic [4:0]                 ALUOp;
    logic [2:0]                 SpecInst;
    logic [2:0]                 Detail;
    logic                       enable;
  } IDEX_Pipe_t   ;
  typedef struct packed {
    logic [DATA_WIDTH-1:0]   PC;
    logic [DATA_WIDTH-1:0]   PC_Next;
    logic [DATA_WIDTH-1:0]   ALU_Result;
    logic [DATA_WIDTH-1:0]   Store_Data;
    logic [2:0][RF_SIZE-1:0] RegIdx;
    logic                    Reg_WEn;
    logic                    Mem_REn;
    logic                    Mem_WEn;
    logic [2:0]              Detail;
    logic                    enable;
  } EXMEM_Pipe_t   ;
  typedef struct packed {
    logic [DATA_WIDTH-1:0] PC;
    logic [DATA_WIDTH-1:0] PC_Next;
    logic [RF_SIZE-1:0] RD_Addr;
    logic [RF_SIZE-1:0] RS2_Addr;   
    logic [DATA_WIDTH-1:0] Mem_Addr;
    logic [DATA_WIDTH-1:0] ALU_Result;
    logic Reg_WEn;
    logic Mem_REn;
    logic [2:0] wid;
    logic enable;
  } MEM1MEM2_Pipe_t   ;
  typedef struct packed {
    logic [DATA_WIDTH-1:0] PC;
    logic [DATA_WIDTH-1:0] PC_Next;
    logic [RF_SIZE-1:0] RD_Addr;
    logic [DATA_WIDTH-1:0] ALU_Result;
    logic Reg_WEn;
    logic Mem_REn;
    logic enable;
    logic [DATA_WIDTH-1:0] MemRead;
  } MEM2MEM3_Pipe_t   ;
  typedef struct packed {
    logic [DATA_WIDTH-1:0] PC;
    logic [DATA_WIDTH-1:0] PC_Next;
    logic [DATA_WIDTH-1:0] WB_Data;
    logic [RF_SIZE-1:0]    RD_Addr;
    logic Reg_WEn;
    logic enable;
  } MEMWB_Pipe_t   ;
endpackage
module PC (
    input clk,
    input rst,
    input EnWrite,
    input  [63:0] wdata,
    output [63:0] rdata
);
  logic [31:0] cycle;
  logic [63:0] pc;
  always_ff @(posedge clk) begin
    if (rst) begin
      pc <= 64'h80000000;
    end else if (EnWrite) begin
      pc <= wdata;
    end
    if (rst) begin
      cycle <= 32'b0;
    end else begin
      cycle <= cycle + 1;
    end
  end
  assign rdata = pc;
  always_ff @(posedge clk) begin
    $strobe("PC: Cycle %0d, Current PC: 0x%h, Next PC: 0x%h, WriteEn %d", cycle, pc, wdata,
            EnWrite);
  end
endmodule
==> flow/run.sh <==
#!/bin/bash
# OpenROAD 26Q1-2900-gdf79404cd8, Yosys 0.63+post, stock flow scripts
make -C /OpenROAD-flow-scripts/flow DESIGN_CONFIG=/design/flow/config.mk WORK_HOME=/design/flow/orfs finish
==> flow/config.mk <==
export PLATFORM = sky130hd
export DESIGN_NAME = PC
export DESIGN_NICKNAME = PC
export VERILOG_FILES = /design/flow/design.v
export SDC_FILE = /design/flow/constraint.sdc
export NUM_CORES = 4
export LEC_CHECK = 1
export CORE_UTILIZATION = 50
==> flow/constraint.sdc <==
current_design PC

set clk_period 1.5
set clk_io_pct 0.2

create_clock -name clk0 -period $clk_period [get_ports {clk}]

set non_clock_inputs [all_inputs -no_clocks]
set_input_delay [expr $clk_period * $clk_io_pct] -clock clk0 $non_clock_inputs
set_output_delay [expr $clk_period * $clk_io_pct] -clock clk0 [all_outputs]
==> deck_impl_summary.md <==
Key Metrics from the Run

Yosys
  – Dominant comb cell: multiplexers
  – Flops after synth: 64
  – Post-synth seq share: 55.8%
  – Yosys cell types: 10
  – Synthesis Warnings: 2
  – Yosys cell count: 206
  – Avg Inst Size Synth: 11.1 µm²
  – Syn Inst Count: 206
  – Simple-Gate Area Share: 10.6%
  – Adder Area Share: 0%
  – Compound-Gate Fraction of Synth Area: 0.382%
  – Yosys stat area: 2290 µm²
  – Mux share: 27.5%
  – Xor+xnor area frac: 0%
  – Mapped cell area: 2290 µm²

Floorplan
  – Die area: 4860 µm²
  – Die Span Y: 69.7 µm
  – FP Util: 52.3%
  – DIE WIDTH: 69.7 µm
  – Ports: 131
  – Core Rows: 24
  – Core Region: 4380 µm²

Routing
  – DRT iter0 DRCs: 69
  – Routed WL: 5.83 mm
  – Via count: 1908
  – Antenna-violating nets left: 0
  – N_diodes: 0
  – Wire length per cell: 14.8 µm
  – Remaining routing DRC violations: 0
  – Vias/cell: 4.85
  – Iteration count of the initial detailed-routing pass: 4

Clock tree
  – H-tree Lvls: 3
  – CTS Buffer Depth: 2
  – CTS buffer count: 9
  – Reg clk slew, reported paths: 60 ps
  – Clk latency late pin: 330 ps
  – # Post-CTS Setup Buffers: 0
  – Clk Tree Root Cell: clkbuf_8
  – Clock sink count: 64
  – # hold bufs at CTS: 0
  – PostCTS Resize Cnt: 2
  – CTS tree: yes

GRT
  – First-pass GRT wire length: 9.28 mm
  – Largest net degree at the start of global routing: 29
  – Total GRT Usage: 25.3%
  – Antenna violations before repair: 0
  – Vias in the first global route: 1931
  – Gr ovfl total: 0

Final timing
  – Skew final: 0 ps
  – Final setup viols: 0
  – Slew Viols, Final: 0
  – Final hold violation count: 0
  – Maximum operating frequency: 685 MHz
  – Least-Margin Pin Slew: 347 ps
  – Setup TNS: 0 ps
  – Slew margin rel.: 76.9%
  – Final period utilization: 97.3%
  – Crit path time final: 1460 ps
  – RSZ-0062 raised after global routing: no
  – Final hold slack: 341 ps

Critical path
  – Worst Path Buf+Inv: 1
  – CP endpoint kind: output port
  – Reg2reg start: pc[31]
  – Max incr delay on CP: 500 ps
  – Slowest cell on crit path: clkdlybuf4s50_1
  – CP delay by family, top: buffers and inverters
  – Crit path cell chain: clkdlybuf4s50_1
  – CP max FO: 2
  – Worst endpoint required time: 1200 ps
  – Crit path arrival time: 1160 ps
  – Setup CP Type: flop to output port
  – CP startpoint kind: flop
  – Crit. Startpoint: pc[2]

Cells and area
  – Util after Layout: 86.2%
  – Most used logic cell in the final layout: clkdlybuf4s50_1
  – Biggest register: pc
  – Top logic cells by instance count in the layout: clkdlybuf4s50_1, mux2i_1, nor2_1
  – Layout cells sized above 1: 8.21%
  – Largest register FFs: 64
  – Design Area, Final: 3780 µm²
  – Top Registers: pc (64)
  – Area grow syn2layout: 64.8%

Power and ir drop
  – Pwr dens: 975 nW/µm²
  – Max IR drop VDD: 0.00130 V
  – Leakage power: 1.67 nW
  – Power Total: 3.69 mW

Min path
  – Worst Hold Launch: EnWrite
  – Hold crit path type: input pin to flop

Run status
  – Status: finished clean

Job
  – Log Warnings: 26
  – Max Cap Violations: 0

Placement
  – Port Buf Inserts: 130
  – Gpl congestion: 0.776
  – Placed inst area: 3610 µm²
  – Post-DP HPWL: 3.81 mm
[power by group]
| part | total, mW | switching [mW] | leakage (nW) | internal (mW) |
|---|---|---|---|---|
| combinational | 0.596 | 0.175 | 1.06 | 0.421 |
| clock | 1.24 | 0.575 | 0.0842 | 0.660 |
| sequential | 1.86 | 0.0515 | 0.532 | 1.81 |
[stage by stage]
step                      cells  setup WS, ps
after floorplan             206           546
after detailed placement    380           346
after CTS                   393          4.96
after global placement      380           372
after global routing        393          1.39
final                       393          40.1
[kinds of logic after synthesis]
| logic type | count (synthesis) |
|---|---|
| DFF | 64 |
| AOI/OAI and AO/OA | 1 |
| buffers and inverters | 14 |
| and+or+nand+nor | 64 |
| muxes | 63 |
[layout make-up]
| class | instances | area [µm²] |
|---|---|---|
| Fill cell | 224 | 603 |
| Multi-Input combinational cell | 128 | 883 |
| Clock inverter | 1 | 5.00 |
| Sequential cell | 64 | 1290 |
| Tap cell | 52 | 65.1 |
| Timing Repair Buffer | 136 | 1380 |
| Clock buffer | 12 | 155 |
[path summary, 6_finish.rpt]
check              to  cells past startpoint  slack, ps
min reg2reg    pc[29]                      2        490
max          rdata[2]                      1         40
min            pc[31]                      2        340
max reg2reg    pc[31]                      2        710
[cell usage after synthesis]
cell,number,area (µm²)
clkbuf_1,1,3.75
a211o_1,1,8.76
buf_6,1,11.3
buf_2,2,10.0
and2b_1,1,7.51
dfxtp_1,64,1280
mux2i_1,63,631
buf_1,4,15.0
buf_8,6,90.1
nor2_1,63,236
[metal layers]
layer	vias up	global-route usage, %	routed length, µm
met5	-	0	0
li1	940	-	-
met3	14	10.8	545
met2	85	38.2	2570
met4	0	5.11	139
met1	869	35.5	2580
Power is estimated from default activity; no workload was simulated.
